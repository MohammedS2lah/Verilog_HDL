==> /design/flow/design.v <==
module ALU_16bit(
  input [15:0] A,B,
  input [3:0] ALU_FUN,
  input clk,
  output reg [15:0] ALU_OUT,
  output reg Arith_flag, Logic_flag, CMP_flag, Shift_flag
);
  reg [15:0] ALU_OUTreg;
  always@(clk)
    begin
      ALU_OUT <= ALU_OUTreg;
    end
  always@(*)
    begin
      case(ALU_FUN)
        4'b0000:  begin 
                    ALU_OUTreg = A + B;
                    Arith_flag = 1'b1;
                    Logic_flag = 1'b0;
                    CMP_flag = 1'b0;
                    Shift_flag = 1'b0;
                  end
        4'b0001: begin 
                    ALU_OUTreg = A - B;
                    Arith_flag = 1'b1;
                    Logic_flag = 1'b0;
                    CMP_flag = 1'b0;
                    Shift_flag = 1'b0;
                  end
        4'b0010: begin 
                    ALU_OUTreg = A * B;
                    Arith_flag = 1'b1;
                    Logic_flag = 1'b0;
                    CMP_flag = 1'b0;
                    Shift_flag = 1'b0;
                  end
        4'b0011: begin 
                    ALU_OUTreg = A / B;
                    Arith_flag = 1'b1;
                    Logic_flag = 1'b0;
                    CMP_flag = 1'b0;
                    Shift_flag = 1'b0;
                  end
        4'b0100: begin 
                    ALU_OUTreg = A & B;
                    Logic_flag = 1'b1;
                    Arith_flag = 1'b0;
                    CMP_flag = 1'b0;
                    Shift_flag = 1'b0;
                  end
        4'b0101: begin 
                    ALU_OUTreg = A | B;
                    Logic_flag = 1'b1;
                    Arith_flag = 1'b0;
                    CMP_flag = 1'b0;
                    Shift_flag = 1'b0;
                  end
        4'b0110: begin 
                    ALU_OUTreg = ~(A & B);
                    Logic_flag = 1'b1;
                    Arith_flag = 1'b0;
                    CMP_flag = 1'b0;
                    Shift_flag = 1'b0;
                  end
        4'b0111: begin 
                    ALU_OUTreg = ~(A | B);
                    Logic_flag = 1'b1;
                    Arith_flag = 1'b0;
                    CMP_flag = 1'b0;
                    Shift_flag = 1'b0;
                  end          
        4'b1000: begin 
                    ALU_OUTreg = A ^ B;
                    Logic_flag = 1'b1;
                    Arith_flag = 1'b0;
                    CMP_flag = 1'b0;
                    Shift_flag = 1'b0;
                  end
        4'b1001: begin 
                    ALU_OUTreg = ~(A ^ B);
                    Logic_flag = 1'b1;
                    Arith_flag = 1'b0;
                    CMP_flag = 1'b0;
                    Shift_flag = 1'b0;
                  end
        4'b1010: begin 
                     if (A == B)
                        ALU_OUTreg = 16'b1;
                     else ALU_OUTreg = 16'b0;
                    CMP_flag = 1'b1;
                    Logic_flag = 1'b0;
                    Arith_flag = 1'b0;
                    Shift_flag = 1'b0;
                  end
        4'b1011: begin 
                    if (A > B)
                        ALU_OUTreg = 16'b10;
                    else ALU_OUTreg = 16'b0;
                    CMP_flag = 1'b1;
                    Logic_flag = 1'b0;
                    Arith_flag = 1'b0;
                    Shift_flag = 1'b0;
                  end
        4'b1100: begin 
                    if (A < B)
                        ALU_OUTreg = 16'b11;
                     else ALU_OUTreg = 16'b0;
                    CMP_flag = 1'b1;
                    Logic_flag = 1'b0;
                    Arith_flag = 1'b0;
                    Shift_flag = 1'b0;
                 end
        4'b1101: begin 
                    ALU_OUTreg = A >> 1 ;
                    Shift_flag = 1'b1;
                    CMP_flag = 1'b0;
                    Logic_flag = 1'b0;
                    Arith_flag = 1'b0;
                 end
        4'b1110: begin 
                    ALU_OUTreg = A << 1 ;
                    Shift_flag = 1'b1;
                    CMP_flag = 1'b0;
                    Logic_flag = 1'b0;
                    Arith_flag = 1'b0;
                 end
        default: begin
                  ALU_OUTreg = 16'b0;
                  Shift_flag = 1'b0;
                  CMP_flag = 1'b0;
                  Logic_flag = 1'b0;
                  Arith_flag = 1'b0;
                 end
      endcase
    end
endmodule
==> /design/flow/config.mk <==
export PLATFORM = sky130hd
export DESIGN_NAME = ALU_16bit
export DESIGN_NICKNAME = ALU_16bit
export VERILOG_FILES = /design/flow/design.v
export SDC_FILE = /design/flow/constraint.sdc
export NUM_CORES = 4
export LEC_CHECK = 1
export CORE_UTILIZATION = 30
==> /design/flow/constraint.sdc <==
current_design ALU_16bit

set clk_period 68.7
set clk_io_pct 0.2

create_clock -name clk0 -period $clk_period

set non_clock_inputs [all_inputs -no_clocks]
set_input_delay [expr $clk_period * $clk_io_pct] -clock clk0 $non_clock_inputs
set_output_delay [expr $clk_period * $clk_io_pct] -clock clk0 [all_outputs]
==> /design/flow/run.sh <==
#!/bin/bash
# OpenROAD 26Q1-2900-gdf79404cd8, Yosys 0.63+post, stock flow scripts
make -C /OpenROAD-flow-scripts/flow DESIGN_CONFIG=/design/flow/config.mk WORK_HOME=/design/flow/orfs finish
==> changes_impl.md <==
## Implementation

- Status: finished clean
- Post-route ant nets: 0
- Final worst path period need: 59.45 ns
- CP max-delay cell: or4_1
- Die width: 215.2 um
- Synthesis-to-finish area growth: 9.481%
- CP Max Fanout: 20
- Count leader, synth: ha_1
- Die Y: 215.2 um
- Synth warnings: 1
- CTS resizes: 0
- Vias per inst: 5.576
- Max-area cell share: 21.66%
- Input/output buffers: 56
- Row count: 77
- Flip-flops: 0
- Chip Area, Yosys: 0.01363 sq mm
- Initial antenna violation count: 1
- Max-slew violation count: 0
- DR WL/cell: 20.02 um
- Total Routed Length: 49.86 mm
- Floorplan utilization: 30.63%
- First-pass GRT wire length: 77.36 mm
- Sequential-to-total area share from yosys stat: 0%
- Post-CTS Setup Inserts: 0
- Hold Crit Class: input pin to output pin
- Slew @ Worst Pin: 0.8739 ns
- Worst path max stage delay: 0.80 ns
- Synthesized cell area: 0.01363 sq mm
- Fin crit share: 86.53%
- Setup ws final: 9.253 ns
- N_diodes: 0
- Number of OpenROAD warnings: 69
- I/O Pins: 57
- Leak Pwr: 6.816 nW
- Critical Path AT: 45.71 ns
- Layout cells sized above 1: 5.743%
- # Cells Yosys: 1886
- Register area: 0 sq um
- Commonest cells in the netlist: 236 x ha_1, 216 x nand2_1, 183 x inv_1
- Syn Area/Cell: 7.228 sq um
- Core region area: 0.04451 sq mm
- RSZ-0062 raised after global routing: false
- Final setup TNS: 0 ns
- Cell taking the most area after synthesis: ha_1
- 1st-pass router iterations: 5
- CP dominant cell by count: ha_1
- Die area: 0.04630 sq mm
- Critical path class: input pin to output pin
- Final setup viols: 0
- Peak supply drop: 0.02680 mV
- Worst Path Required: 54.96 ns
- Post-synth area hogs: ha_1 22%, fa_1 12%, nand2_1 5.9%, xnor2_1 5.6%, inv_1 5.0%
- Post-detailed-placement half-perimeter wirelength: 38.80 mm
- Initial DRC Count: 970
- Grt ovf: 0
- Max-Slew Margin vs Limit: 41.74%
- Via count: 13883
- Hold bufs inserted after CTS: 0
- Vias in the first global route: 13156
- # clk buffers: 0
- Pwr Density: 18.35 mW/mm^2
- Remaining DRCs: 0
- Crit path buffers/inverters: 7
- Distinct lib cells: 93
- Fmax: 16.82 MHz
- Critical path launch point type: input pin
- Total of max-cap violations: 0
- Largest net degree at the start of global routing: 59
- Final Hold Violation Tally: 0
- Routability congestion estimate: 0.9581
- Crit. End Element: output pin
- Mapped Cells: 1886
- Delay-heaviest family, CP: AND-OR/OR-AND gates
- Place WS: 9.755 ns
- GR Util All Layers: 21.90%
[cells by family (layout without fill, tap and decap cells)]
family                   count (synthesis)  in the layout  share of synthesized area [%]
AND-OR/OR-AND                          535            535                          26.88
adder cells (fa/ha/maj)                318            318                          33.70
XOR/XNOR                               129            129                          8.288
AND/OR/NAND/NOR                        578            578                          19.44
multiplexers                            48             48                          3.855
buffers and inverters                  278            290                          7.838
[power breakdown]
group	total, W	switching (W)	internal, W
Combinational	0.000274	0.000153	0.000121
Sequential	0	0	0
Clock	0	0	0
Total	0.000274	0.000153	0.000121
[metal layers]
metal	up-vias	part of all wire, %	GRT usage [%]
met5	-	0	0
met4	0	2.6	4.917
met3	76	9.3	5.481
met2	528	45	34.43
met1	6540	43	30.36
li1	6739	-	-
[metrics by stage]
| stage | hold slack (ns) | cell area (sq um) | std cells | power, W | utilization [%] |
|---|---|---|---|---|---|
| after CTS | 28.71 | 14920 | 2490 | 0.0002746 | 33.53 |
| final | 28.70 | 14920 | 2490 | 0.0002739 | 33.53 |
| after floorplan | 27.52 | 13630 | 1886 | 0.0002036 | - |
| after global routing | 28.75 | 14920 | 2490 | 0.0003069 | 33.53 |
| after detailed placement | 28.70 | 14920 | 2490 | 0.0002720 | 33.53 |
| after global placement | 28.70 | 14920 | 2490 | 0.0002702 | 33.53 |
[cell type report]
type	count	area (sq um)
Fill cell	4694	29590
Multi-Input combinational cell	1608	12580
Timing Repair Buffer	101	893.4
Tap cell	592	740.7
Inverter	189	709.4
[final timing paths]
kind	startpoint	end	cells after the start
worst min-delay path	ALU_FUN[2]	CMP_flag	5
worst max-delay path	B[12]	ALU_OUT[0]	114
[placed cells by master (no fill, tap or decap), types with 24 or more instances in the layout]
cell type	instances
o21ai_0	99
xnor2_1	87
nor2_1	159
a21o_1	41
o211ai_1	24
nor3_1	51
nand2_1	216
ha_1	236
fa_1	82
inv_1	183
clkdlybuf4s50_1	55
xor2_1	42
buf_4	45
a21oi_1	122
o21a_1	32
Power is estimated from default activity; no workload was simulated.
