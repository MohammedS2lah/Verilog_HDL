File: design/flow/config.mk
export PLATFORM = sky130hd
export DESIGN_NAME = UART_TX
export DESIGN_NICKNAME = UART_TX
export VERILOG_FILES = /design/flow/design.v
export SDC_FILE = /design/flow/constraint.sdc
export NUM_CORES = 4
export LEC_CHECK = 1
export CORE_AREA = 10 10 84 84
export DIE_AREA = 0 0 94 94
File: design/flow/constraint.sdc
current_design UART_TX

set clk_period 2.5
set clk_io_pct 0.2

create_clock -name clk0 -period $clk_period [get_ports {CLK}]

set non_clock_inputs [all_inputs -no_clocks]
set_input_delay [expr $clk_period * $clk_io_pct] -clock clk0 $non_clock_inputs
set_output_delay [expr $clk_period * $clk_io_pct] -clock clk0 [all_outputs]
File: design/flow/design.v
module UART_Parity_Calc(
  input wire [7:0] P_DATA,
  input wire Data_Valid, PAR_TYP,
  input wire CLK, RST,
  output reg par_bit
);
  always@(posedge CLK or negedge RST)
  begin
    if(!RST)
      begin
        par_bit <= 1'b0;
      end
    else
      begin
        case ({Data_Valid,PAR_TYP})
          2'b10: par_bit <= ^P_DATA;  
          2'b11: par_bit <= ~(^P_DATA);  
          default: par_bit <= 1'b0;
        endcase
      end
  end
endmodule
module UART_TX(
  input [7:0] P_DATA,
  input DATA_VALID, PAR_EN, PAR_TYP,
  input CLK, RST,
  output TX_OUT, Busy
);
  wire ser_done, ser_en, ser_data, par_bit;
  wire [1:0] mux_sel;
  UART_TX_FSM FSM(
  .Data_valid(DATA_VALID),
  .PAR_EN(PAR_EN),
  .ser_done(ser_done),
  .RST(RST),
  .CLK(CLK),
  .ser_en(ser_en),
  .Busy(Busy),
  .mux_sel(mux_sel)
  );
  UART_serializer serializer(
  .P_DATA(P_DATA),
  .ser_en(ser_en),
  .CLK(CLK),
  .RST(RST),
  .ser_data(ser_data),
  .ser_done(ser_done)
  );
  UART_Parity_Calc Parity_Calculator(
  .P_DATA(P_DATA),
  .Data_Valid(DATA_VALID),
  .PAR_TYP(PAR_TYP),
  .CLK(CLK),
  .RST(RST),
  .par_bit(par_bit)
  );
  UART_TX_MUX Multiplixer(
  .mux_sel(mux_sel),
  .ser_data(ser_data),
  .par_bit(par_bit),
  .TX_OUT(TX_OUT)
  );
endmodule
module UART_TX_FSM(
  input Data_valid,
  input PAR_EN, ser_done,
  input RST, CLK,
  output reg ser_en, Busy,
  output reg [1:0] mux_sel
);
  reg [2:0] present_state, next_state;
  parameter [2:0] IDLE = 3'b000;
  parameter [2:0] STR = 3'b001;
  parameter [2:0] DATA = 3'b010;
  parameter [2:0] PARITY = 3'b011;
  parameter [2:0] STP = 3'b100;
  always@(posedge CLK or negedge RST)
  begin
    if(!RST)
      begin
        present_state <= IDLE;
      end
    else present_state <= next_state;
  end
  always@(*)
  begin
    next_state = IDLE;
    case(present_state)
        IDLE:
          begin
            if(Data_valid == 1'b1) 
               next_state = STR;
            else next_state = IDLE;
          end
        STR: next_state = DATA; 
        DATA:
          begin
            if(PAR_EN == 1'b1 && ser_done == 1'b1) 
               next_state = PARITY;
            else if (PAR_EN == 1'b0 && ser_done == 1'b1)
               next_state = STP;
            else next_state = DATA;
          end
        PARITY: next_state = STP;
        STP:
          begin
            if(Data_valid == 1'b1) 
               next_state = STR;
            else next_state = IDLE;
          end
        default: next_state = IDLE;
      endcase
  end
  always@(*)
  begin
    case(present_state)
        IDLE:
          begin
            ser_en = 1'b0;
            Busy = 1'b0;
            mux_sel = 2'b01;
          end
        STR:
          begin
            ser_en = 1'b1;
            Busy = 1'b1;
            mux_sel = 2'b00;
          end 
        DATA:
          begin
            ser_en = 1'b1;
            Busy = 1'b1;
            mux_sel = 2'b10;
          end
        PARITY:
          begin
            ser_en = 1'b0;
            Busy = 1'b1;
            mux_sel = 2'b11;
          end
        STP:
          begin
            ser_en = 1'b0;
            Busy = 1'b1;
            mux_sel = 2'b01;
          end
        default:
          begin
            ser_en = 1'b0;
            Busy = 1'b0;
            mux_sel = 2'b00;
          end
      endcase
  end
endmodule
module UART_TX_MUX(
  input [1:0] mux_sel,
  input ser_data, par_bit,
  output reg TX_OUT
);
  always@(*)
  begin
    case(mux_sel)
      2'b00: TX_OUT = 1'b0;
      2'b01: TX_OUT = 1'b1;
      2'b10: TX_OUT = ser_data;
      2'b11: TX_OUT = par_bit;
      default : TX_OUT = 1'b1;
    endcase 
  end
endmodule
module UART_serializer(
  input wire [7:0] P_DATA,
  input wire ser_en, CLK, RST,
  output reg ser_data,
  output wire ser_done
);
  reg [3:0] counter; 
  always@(posedge CLK or negedge RST)
  begin
    if(!RST)
      begin
        counter <= 4'b0000;
        ser_data <= 1'b0;
      end
    else if (ser_en && counter != 4'b1000)
      begin
        ser_data <= P_DATA[counter];
        counter <= counter + 1 ;
      end
    else begin
        counter <= 4'b0000;
        ser_data <= 1'b0;
    end
  end
  assign ser_done = (counter == 4'b1000);
endmodule
File: design/flow/run.sh
#!/bin/bash
# OpenROAD 26Q1-2900-gdf79404cd8, Yosys 0.63+post, stock flow scripts
make -C /OpenROAD-flow-scripts/flow DESIGN_CONFIG=/design/flow/config.mk WORK_HOME=/design/flow/orfs finish
==> impl_metrics.yaml <==
# yosys + openroad results
global_routing:
  antenna_found_initial: 0
  grt_max_degree: 12
  grt_overflow: 0
  track_usage: 0.0293
  grt_pass1_vias: 468
  grt_pass1_wl_um: 2110
setup_path:
  cp_slowest_cell: "or4_1"
  critPathCapture: "Busy"
  critical_path_depth: 2
  crit_chain: "or4_1, clkdlybuf4s50_1"
  r2r-end: "serializer.ser_data"
  endpoint_kind: "output pin"
  crit_path_start: "FSM.present_state[4]"
  cp_data_required_time_ns: 2.00
  r2r-start: "serializer.counter[0]"
  worstSetupStartpointType: "flop"
  worstPathArrival_ns: 1.61
  reg2reg_slack_ns: 1.09
  cp_max_fo: 5
  r2r_cells: 5
  critPathTopFamily: "simple AND/OR/NAND/NOR gates"
  path_buffers: 1
  slowest_delay_ns: 0.52
  critPathKind: "reg -> out"
final_timing:
  hold_viol: 0
  tns_ns: 0
  tightestPinTransition_ns: 0.490
  relSlewSlack: 0.672
  setup_ws_ns: 0.391
  period_used_share: 0.844
  clock-skew-final_ns: 0.00115
  fmax_mhz: 474
  rsz0062_at_grt: "false"
  finalSetupViolCount: 0
  maxSlewViolCount: 0
  fin_crit_ns: 2.11
  whs_ns: 0.474
yosys:
  ys.flops: 11
  yosys_warnings: 4
  yosysTopAreaCellShare: 0.426
  netlist_area_um2: 588
  syn_area_per_cell_um2: 12.0
  ys_seq_frac: 0.470
  yosys.area.top_type: "dfrtp_1"
  yosys-stat-area_um2: 588
  synth_cells: 49
  area_leaders: "dfrtp_1, xnor3_1, nor2_1"
  yosysUniqueCellTypes: 21
  ys_cells: 49
run:
  maxCapViolCount: 0
  warnings: 26
power:
  power_density_nw_per_um2: 846
  p_clk_frac: 0.241
  internal_power_w: 0.000505
  ir_drop_v: 0.000226
  pwr-share-seq: 0.410
  p_sw_frac: 0.308
  leakagePower_nw: 0.369
  p_sw_w: 0.000224
  p_comb_frac: 0.349
route:
  viasPerCell: 3.00
  wl_um: 1190
  wl_per_cell_um: 8.69
  dr.pass1.iters: 2
  drc: 0
  vias: 411
  antennaDiodeCount: 0
  drt_iter0_drc: 4
  ant_nets: 0
die:
  coreArea_um2: 5200
  rows: 26
  dieWidth_um: 94
  fp-utilization: 0.113
  ioPinCount: 15
  die-area_um2: 8840
  fp.dieH_um: 94
placed_design:
  io_buffer_count: 14
  dpl_cell_area_um2: 816
  gp_congestion: 0.725
  post-place-ws_ns: 0.637
  hpwl_um: 966
clock_tree:
  postCtsSetupRepairBufs: 0
  cts_resized: 0
  clock-sinks: 11
  cts_hold_buf: 0
  root_buffer: "clkbuf_8"
  worstSkewPairLatency_ns: 0.24
  cts_tree: "yes"
  max-clock-path-buffers: 2
  clk_pin_slew_worst_paths_ns: 0.05
  numCtsBuffers: 3
  cts_max_level: 1
finish:
  final.fill_count: 594
  area_delta_synth_final_pct: 46.6
  stdcell_area_um2: 862
  drive_gt1_frac: 0.0896
min_path:
  hold_path_depth: 1
  min_path_type: "reg -> reg"
status:
  outcome: "complete, no violations"
==> power groups by stage <==
stage	clock network (W)	registers, W	logic [W]
after global routing	0.000195	0.000309	0.000297
final	0.000176	0.000299	0.000254
after CTS	0.000180	0.000300	0.000262
==> synthesized netlist by cell type <==
cell type,n
nand2_1,2
o21bai_1,2
xnor2_1,3
dfstp_2,1
dfrtp_1,10
nand3_1,2
and3b_1,1
mux4_1,1
nor2_1,8
xnor3_1,2
nor2b_1,1
and3_1,1
xor2_1,2
inv_1,3
o21ai_0,1
or4_1,1
mux4_2,1
nand2b_1,2
o32ai_1,1
mux2i_1,2
ha_1,2
==> per-stage QoR <==
stage               total power, W  utilization  instances
floorplan                 0.000453            -         49
global placement          0.000560        0.157        133
detailed placement        0.000564        0.157        133
CTS                       0.000742        0.166        137
global route              0.000801        0.166        137
finish                    0.000729        0.166        137
==> flip-flops by register name (all words and copies together) (netlist names) <==
register                   cells
FSM.present_state              5
Parity_Calculator.par_bit      1
serializer.ser_data            1
serializer.counter             4
==> layer usage <==
metal  vias to the layer above  wire, µm  global-route usage
met5                         -         0                   0
met3                         2       107              0.0129
li1                        204         -                   -
met4                         0        40             0.00886
met1                       187       626              0.0447
met2                        18       414              0.0351
==> worst min path at each step <==
stage                           startpoint              endpoint  slack [ns]
after CTS             FSM.present_state[3]  FSM.present_state[2]        0.48
after global routing  FSM.present_state[3]  FSM.present_state[2]        0.51
final                 FSM.present_state[3]  FSM.present_state[2]        0.47
==> logic make-up after synthesis <==
| family | synth area share |
|---|---|
| AOI/OAI and AO/OA | 0.0489 |
| xor gates and xnor gates | 0.151 |
| adders and majority gates | 0.0425 |
| buffers and inverters | 0.0191 |
| DFF | 0.470 |
| muxes | 0.117 |
| and+or+nand+nor | 0.151 |
==> final cells by class <==
cell class	instances	area (µm²)	area share
clock inverter	1	5.00	0.00581
sequential	11	277	0.321
inverter	3	11.3	0.0131
multi-input combinational	35	300	0.348
clock buffer	3	41.3	0.0479
timing repair buffer	14	140	0.163
tap	70	87.6	0.102
==> worst register-to-register path, stage by stage, from the launching register on <==
cell and delay, ns:
dfrtp_1 0.47, inv_1 0.07, ha_1 0.19, and3b_1 0.19
o21bai_1 0.26, nor2_1 0.16
==> cell usage in the layout (no fill, tap or decap) <==
cell,n
nand2b_1,2
clkinv_2,1
xor2_1,2
and3b_1,1
inv_1,3
ha_1,2
mux2i_1,2
xnor3_1,2
dfstp_2,1
nand3_1,2
mux4_1,1
or4_1,1
nor2_1,8
o21ai_0,1
nor2b_1,1
o32ai_1,1
nand2_1,2
xnor2_1,3
and3_1,1
clkdlybuf4s50_1,14
mux4_2,1
o21bai_1,2
clkbuf_8,3
dfrtp_1,10
Power is estimated from default activity; no workload was simulated.
