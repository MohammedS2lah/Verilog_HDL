`/design/flow/design.v`:
```
module ClkDiv(
  input i_ref_clk,
  input [3:0] i_div_ratio,
  input i_rst_n, i_clk_en,
  output reg o_div_clk
);
  reg [3:0] count;
  reg Toggle_Flag;
  wire [3:0] half, halfplus1;
  wire odd, CLK_DIV_EN;
  assign half = i_div_ratio >> 1;
  assign odd = i_div_ratio[0];
  assign halfplus1 = half + 1'b1;
  assign CLK_DIV_EN = i_clk_en && (i_div_ratio != 0) && (i_div_ratio != 1);
  always@(posedge i_ref_clk or negedge i_rst_n)
  begin
    if(!i_rst_n)
      begin
        o_div_clk <= 1'b0;
        count <= 4'b0001;
        Toggle_Flag <= 1'b0;
      end
    else if (CLK_DIV_EN)
      begin
        if(count == half && !odd)
          begin
            o_div_clk <= !o_div_clk;
            count <= 4'b0001;
          end
        else if (((count == half && !Toggle_Flag) || (count == halfplus1 && Toggle_Flag)) && odd)
          begin
            o_div_clk <= !o_div_clk;
            Toggle_Flag <= !Toggle_Flag;
            count <= 4'b0001;
          end
        else count <= count +1;
      end
    else begin
        o_div_clk <= 1'b0;
        count <= 4'b0001;
    end
  end
endmodule
```
`/design/flow/run.sh`:
```
#!/bin/bash
# OpenROAD 26Q1-2900-gdf79404cd8, Yosys 0.63+post, stock flow scripts
make -C /OpenROAD-flow-scripts/flow DESIGN_CONFIG=/design/flow/config.mk WORK_HOME=/design/flow/orfs finish
```
`/design/flow/config.mk`:
```
export PLATFORM = sky130hd
export DESIGN_NAME = ClkDiv
export DESIGN_NICKNAME = ClkDiv
export VERILOG_FILES = /design/flow/design.v
export SDC_FILE = /design/flow/constraint.sdc
export NUM_CORES = 4
export LEC_CHECK = 1
export CORE_AREA = 10 10 72 72
export DIE_AREA = 0 0 82 82
```
`/design/flow/constraint.sdc`:
```
current_design ClkDiv

set clk_period 2.5
set clk_io_pct 0.2

create_clock -name clk0 -period $clk_period [get_ports {i_ref_clk}]

set non_clock_inputs [all_inputs -no_clocks]
set_input_delay [expr $clk_period * $clk_io_pct] -clock clk0 $non_clock_inputs
set_output_delay [expr $clk_period * $clk_io_pct] -clock clk0 [all_outputs]
```
==> deck_impl_summary.md <==
Run Summary

Hold path
  • HP Start: count[0]
  • Hold endpoint: count[0]
  • Hold Crit Class: reg -> reg
  • Cell depth of the worst hold path: 1

Critical path
  • R2R setup slack: 0.68 ns
  • Data arrival, critical path: 2.30 ns
  • Family with the most delay on the worst path: buffers and inverters
  • CP max stage delay: 0.55 ns
  • Worst setup EP type: flop
  • Type of origin of the critical path: primary input
  • Critical path, cell by cell: clkdlybuf4s50_1 > buf_4 > xnor2_1 > nand2_1 > a2111oi_2 > nor3_1 > and2_1
  • Reg-to-reg startpoint: count[0]
  • Crit path DRT: 2.60 ns
  • R2R Path End: count[1]
  • CP bufs+invs: 2
  • Critical path type: in -> reg
  • Register-to-Register Path Depth: 5
  • Crit Path Max Fanout: 4
  • Slowest CP cell: a2111oi_2

Logic synthesis
  • Syn Area/Cell: 11.1 µm²
  • Sequential area share after synthesis: 36.0%
  • Syn. warnings: 1
  • Ys cells: 38
  • Post-synth cell types: 21
  • Flops after synth: 6
  • Ys async rst share: 100%
  • Synth Cell Area: 420 µm²
  • Predominant post-synthesis flop cell: dfrtp_1
  • Area reported by Yosys stat: 420 µm²
  • Syn Inst Count: 38
  • Flip-flops with a built-in enable: 0

Routing
  • Via count: 315
  • Vias per cell: 3.15
  • Routed wire per std cell: 8.49 µm
  • TritonRoute pass-1 iters: 2
  • Residual DRC: 0
  • DRT Wirelength: 849 µm
  • Antenna-violating nets left: 0
  • Starting DRT DRC Count: 21
  • N_diodes: 0

Global route
  • Initial antenna violation count: 0
  • Largest net degree at the start of global routing: 7
  • Met1 usage: 3.51%
  • Grt peak-use layer: met2
  • First-pass GRT wire length: 1440 µm
  • Vias in the first global route: 338
  • Tot GR Track Use: 2.77%
  • GR met3 Demand/Resource: 2.53%
  • M2 GR Usage: 3.61%
  • GRT overflow: 0

Placed design
  • Placed cells: 96
  • Number of I/O port buffers: 7
  • DP Worst Slack: 0.0996 ns
  • GPL Wtd Cong: 0.793

Job
  • Log Warnings: 25
  • Maxcap violations: 0

Clock network
  • Num CTS Buffers: 3
  • Insertion Delay late pin: 0.22 ns
  • Root Buffer: clkbuf_8
  • CTS tree: yes
  • Clock Tree Buf Depth: 2
  • H-tree levels: 1
  • Clock-pin slew on the worst setup and hold paths: 0.03 ns
  • Cts repair resizes: 0
  • Hold buffer count at cts: 0
  • Clock sink count: 6
  • Post-CTS Setup Bufs: 0

STA
  • Slew Viols, Final: 0
  • Final Skew: 0.00784 ns
  • Final period utilization: 87.8%
  • Worst-margin pin slew: 0.526 ns
  • Max Clk Rate: 456 MHz
  • Final setup TNS: 0 ns
  • RSZ-0062 raised after global routing: no
  • Fin. Hold Viols: 0
  • Slew Limit Headroom: 64.9%
  • Final critical-path required period: 2.19 ns
  • Final WS setup: 0.305 ns
  • Final setup vio count: 0
  • Tightest hold margin: 0.470 ns

Floorplanning
  • Die span in x: 82 µm
  • Die Size: 0.00672 mm²
  • Rows: 22
  • Die H: 82 µm
  • Core Area: 0.00369 mm²
  • Floorplan utilization: 11.4%
  • I/O Pins: 8

Power
  • Peak VDD IR: 0.228 mV
  • Pwr per Cell Area: 716 mW/mm²
  • Lkg Pwr: 0.236 nW

Run status
  • Run status: finished, final reports clean

Final layout
  • Post-Layout Cell Count: 100
  • Area growth syn-to-layout: 47.0%
  • Share of cells above drive strength 1: 25.0%
## sequential cells by signal, indices dropped and copies added, names as in the netlist
register,flops
o_div_clk,1
Toggle_Flag,1
count,4
## synth_stat cells (2+ instances only)
cell / count / area share [%]
dfrtp_1: 5 / 30
nor3_1: 4 / 4.8
xor2_1: 4 / 8.3
nand2_1: 3 / 2.7
nand3_1: 3 / 3.6
xnor2_1: 3 / 6.3
ha_1: 2 / 6.0
## cell usage in the layout, fill, tap and decap left out, types with 2 or more instances in the layout
cell / Yosys / routed
nor3_1: 4 / 4
ha_1: 2 / 2
clkbuf_8: 0 / 3
xnor2_1: 3 / 3
clkdlybuf4s50_1: 0 / 7
buf_4: 0 / 3
xor2_1: 4 / 4
nand2_1: 3 / 3
nand3_1: 3 / 3
dfrtp_1: 5 / 5
## report_power, final
part | internal, mW | switching, mW | total (mW)
Clock | 0.110 | 0.0406 | 0.150
Sequential | 0.124 | 0.0325 | 0.157
Combinational | 0.0810 | 0.0552 | 0.136
## cell families (layout without fill, tap and decap cells)
logic type	after synthesis	in the layout	share of synthesized area, %
DFF	6	6	36.0
and+or+nand+nor	16	16	23.8
xor gates and xnor gates	8	8	20.2
AOI/OAI and AO/OA	5	5	11.6
adders and majority gates	2	2	5.95
buffers and inverters	0	14	0
muxes	1	1	2.38
## layer usage
metal	up-vias	wire length, µm
li1	167	-
met1	138	458
met2	10	278
met3	0	112
met4	0	0
met5	-	0
## final cells by class
type                    instances  area [µm²]
multi-input cells              32         269
well taps                      48        60.1
flip-flops and latches          6         151
repair buffers                 10        92.6
clock buffers                   4        45.0
fillers                       411        3070
## worst max path at each step
stage             startpoint        to  cells after the start
CTS           i_div_ratio[1]  count[1]                      7
global route  i_div_ratio[1]  count[1]                      7
finish        i_div_ratio[1]  count[1]                      7
## stage by stage
| step | util [%] | total power [mW] | instance area, µm² |
|---|---|---|---|
| after detailed placement | 15.5 | 0.293 | 573 |
| after global placement | 15.5 | 0.291 | 573 |
| after global routing | 16.8 | 0.474 | 618 |
| after CTS | 16.8 | 0.448 | 618 |
| final | 16.8 | 0.443 | 618 |
| after floorplan | - | 0.249 | 420 |
Power figures rest on the tool's default switching activity, not on a simulated workload.
